File: run.sh
#!/bin/bash
# OpenROAD 26Q1-2900-gdf79404cd8, Yosys 0.63+post, stock flow scripts
make -C /OpenROAD-flow-scripts/flow DESIGN_CONFIG=/design/flow/config.mk WORK_HOME=/design/flow/orfs finish
File: config.mk
export PLATFORM = sky130hd
export DESIGN_NAME = Decode_Stage
export DESIGN_NICKNAME = Decode_Stage
export VERILOG_FILES = /design/flow/design.v
export SDC_FILE = /design/flow/constraint.sdc
export NUM_CORES = 4
export LEC_CHECK = 1
export CORE_UTILIZATION = 50
File: constraint.sdc
current_design Decode_Stage

set clk_period 7.0
set clk_io_pct 0.2

create_clock -name clk0 -period $clk_period [get_ports {clk}]

set non_clock_inputs [all_inputs -no_clocks]
set_input_delay [expr $clk_period * $clk_io_pct] -clock clk0 $non_clock_inputs
set_output_delay [expr $clk_period * $clk_io_pct] -clock clk0 [all_outputs]
File: design.v
module Comparator(
	input [15:0] FirstInput,
	input [15:0] SecondInput,
   	input [0:0] CLK,
	input [2:0] OPCode,
   	output reg [0:0]BranchComparison
);
always @ (*)
begin
	if (OPCode > 5) begin
		BranchComparison = 1;
	end
	else begin
		if (OPCode[0] == 0) begin
			if (FirstInput == SecondInput) begin 
			BranchComparison = 1;
			end
			else BranchComparison = 0;
		end
		else begin
			if (FirstInput < SecondInput) begin
				BranchComparison = 1;
			end
			else BranchComparison = 0;
		end
	end
end
endmodule
module Control(
    input [2:0] opcode,
    input [3:0] func,
    input reset,
	input CLK,
    output reg RegWrite,
    output reg ALUsrc,
    output reg [2:0] ALUop,
    output reg MemWrite,
    output reg MemRead,
    output reg [1:0] RegStore,
    output reg Branch,
	output reg JumpOut
);
always @ *
begin
    if(opcode == 0) begin  
		ALUsrc = 1;
		RegStore = 1;
		RegWrite = 1;
		MemRead = 0;
		MemWrite = 0;
		Branch = 0;
		JumpOut = 0;
		if(func == 0) begin
			ALUop = 1;
		end
		if(func == 1) begin
			ALUop = 2;
		end
		if(func == 2) begin
			ALUop = 3;
		end
		if(func == 3) begin
			ALUop = 4;
		end
	 end
	 if(opcode == 1) begin  
		ALUsrc = 0;
		RegStore = 1;
		RegWrite = 1;
		MemRead = 0;
		MemWrite = 0;
		Branch = 0;
		JumpOut = 0;
		if(func[3:2] == 0) begin
			ALUop = 1;
		end
		if(func[3:2] == 1) begin
			ALUop = 5;
		end
		if(func[3:2] == 2) begin
			ALUop = 6;
		end
		if(func[3:2] == 3) begin
			ALUop = 7;
		end
	 end
	 if(opcode == 2) begin  
		ALUsrc = 0;
		RegStore = 0;
		RegWrite = 1;
		MemRead = 1;
		MemWrite = 0;
		Branch = 0;
		JumpOut = 0;
		ALUop = 1;
	 end
	 if(opcode == 3) begin  
		ALUsrc = 0;
		RegStore = 0;
		RegWrite = 0;
		MemRead = 0;
		MemWrite = 1;
		Branch = 0;
		JumpOut = 0;
		ALUop = 1;
	 end
	 if(opcode == 4 || opcode == 5) begin  
		ALUsrc = 0;
		RegStore = 0;
		RegWrite = 0;
		MemRead = 0;
		MemWrite = 0;
		Branch = 1;
		JumpOut = 0;
		ALUop = 2;
	 end
	 if(opcode == 6) begin  
		ALUsrc = 0;
		RegStore = 2;
		RegWrite = 1	;
		MemRead = 0;
		MemWrite = 0;
		Branch = 1;
		JumpOut = 0;
		ALUop = 0;
	 end
	 if(opcode == 7) begin  
		ALUsrc = 0;
		RegStore = 0;
		RegWrite = 0;
		MemRead = 0;
		MemWrite = 0;
		Branch = 1;
		JumpOut = 1;
		ALUop = 0;
	 end
	 if(reset == 1) begin  
		ALUsrc = 0;
		RegStore = 0;
		RegWrite = 0;
		MemRead = 0;
		MemWrite = 0;
		Branch = 0;
		JumpOut = 0;
		ALUop = 0;
	end
end
endmodule
module Decode_Stage(
    input [15:0] IPCP2,
    input [15:0] pc_in,
    input [15:0] ir_in,
    input [2:0] loadAddr,
    input [15:0] loadData,
    input [1:0] comparatorMux1Control,
    input [1:0] comparatorMux2Control,
    input [15:0] comparatorMuxForwardMEM,
    input [15:0] comparatorMuxForwardWB,
    input rf_write,
    input reset,
    input clk,
    input RB_write,
    output RegWrite,
    output ALUSrc,
    output [2:0] ALUOp,
    output [0:0] MemWrite,
    output [0:0] MemRead,
    output [1:0] RegStore,
    output [15:0] OPCP2,
    output [15:0] Arg1,
    output [15:0] Arg2,
    output [15:0] Arg3,
    output [15:0] Imm,
    output [2:0] Rs1,
    output [2:0] Rs2,
    output [2:0] Rd,
    output [15:0] new_pc,
    output [0:0] jump
);
wire [15:0] pc;
wire [15:0] ir;
IF_ID IFIDRB(
    .IPCP2(IPCP2),
    .IPC(pc_in),
    .IIR(ir_in),
    .CLK(clk),
    .Reset(reset),
    .RegWrite(RB_write),
    .OPCP2(OPCP2),
    .OPC(pc),
    .OIR(ir)
);
assign Rs1 = ir[8:6];
assign Rs2 = ir[11:9];
assign Rd = ir[5:3];
wire BranchCon;
wire JumpCon;
Control CUnit(
    .opcode(ir[2:0]),
    .func(ir[15:12]),
    .reset(reset),
    .CLK(clk),
    .RegWrite(RegWrite),
    .ALUsrc(ALUSrc),
    .ALUop(ALUOp),
    .MemWrite(MemWrite),
    .MemRead(MemRead),
    .RegStore(RegStore),
    .Branch(BranchCon),
    .JumpOut(JumpCon)
);
wire [15:0] arg1;
wire [15:0] arg2;
wire [15:0] arg3;
Register_File Regs(
    .Reg_address1(ir[8:6]),
    .Reg_address2(ir[11:9]),
    .Reg_address3(ir[5:3]),
    .Reg_input_address(loadAddr),
    .Reg_input_data(loadData),
    .CLK(clk),
    .Reset(reset),
    .Reg_Write(rf_write),
    .Reg_output1(arg1),
    .Reg_output2(arg2),
    .Reg_output3(arg3)
);
wire [15:0] immCon;
Imm_Gen genie(
    .instruction(ir),
    .immediate(immCon)
);
assign Imm = immCon;
wire [15:0] comparatorData1;
wire [15:0] comparatorData2;
mux16b4 comparatorMux1(
    .a(comparatorMuxForwardMEM),
    .b(comparatorMuxForwardWB),
    .c(arg1),
    .d(16'b0),
    .s(comparatorMux1Control),
    .r(comparatorData1)
);
mux16b4 comparatorMux2(
    .a(comparatorMuxForwardMEM),
    .b(comparatorMuxForwardWB),
    .c(arg2),
    .d(16'b0),
    .s(comparatorMux2Control),
    .r(comparatorData2)
);
reg [15:0] pc_added;
wire branchCompCon;
Comparator comp(
    .FirstInput(comparatorData1),
    .SecondInput(comparatorData2),
    .CLK(clk),
    .OPCode(ir[2:0]),
    .BranchComparison(branchCompCon)
);
assign jump = ~(BranchCon && branchCompCon);
always @ * begin
    pc_added = pc + immCon;
end
mux16b2 jumpMux(
    .a(pc_added),
    .b(arg3),
    .s(JumpCon),
    .r(new_pc)
);
assign Arg1 = arg1;
assign Arg2 = arg2;
assign Arg3 = arg3;
endmodule
module IF_ID(
    input [15:0] IPCP2,
    input [15:0] IPC,
    input [15:0] IIR,
    input CLK,
    input Reset,
    input RegWrite,
    output reg [15:0] OPCP2,
    output reg [15:0] OPC,
    output reg [15:0] OIR
);
always @ (posedge(CLK))
begin
    if (Reset != 1) begin
        if(RegWrite == 1) begin
            OPC <= IPC;
            OPCP2 <= IPCP2;
            OIR <= IIR;
        end
    end else begin 
        OPCP2 <= 'h0000;
        OPC <= 'h0000;
        OIR <= 'h0000;
    end
end
endmodule
module Imm_Gen(
    input [15:0] instruction,
    output reg [15:0] immediate
);
wire [2:0] opcode = instruction[2:0];
always @* begin
    case (opcode)
        3'b001: immediate = {{11{instruction[13]}}, {instruction[13:9]}};
        3'b010: immediate = {{9{instruction[15]}}, {instruction[15:9]}};
        3'b011: immediate = {{9{instruction[15]}}, {instruction[15:9]}};
        3'b100: immediate = {{9{instruction[15]}}, {instruction[15:12]}, {instruction[5:3]}, 1'b0};
        3'b101: immediate = {{8{instruction[15]}}, {instruction[15:12]}, {instruction[5:3]}, 1'b0};
        3'b110: immediate = {{5{instruction[15]}}, {instruction[15:6]}, 1'b0};
        3'b111: immediate = {{5{instruction[15]}}, {instruction[15:6]}, 1'b0};
        default: immediate = 16'b0;
endcase
end
endmodule
module Register(
    input [15:0] reg_input,
    input [0:0] reg_write,
    input [0:0] reset,
    input [0:0] CLK,
    output reg [15:0] reg_output
);
always @ (posedge(CLK))
begin
    if (reset != 1) begin
        if (reg_write == 1) begin
            reg_output = reg_input;
        end
    end else begin 
        reg_output = 'h0000;
    end
end
endmodule
module Register_File(
    input [2:0] Reg_address1,
    input [2:0] Reg_address2,
    input [2:0] Reg_address3,
    input [2:0] Reg_input_address,
    input [15:0] Reg_input_data,
    input CLK,
    input Reset,
    input Reg_Write,
    output [15:0] Reg_output1,
    output [15:0] Reg_output2,
    output [15:0] Reg_output3
);
wire [15:0] registers[7:0];
wire [7:0] decoder_output;
decoder3b8 decoder_inst (.in(Reg_input_address), .out(decoder_output));
Register reg0(.reg_input(Reg_input_data), .reg_write(decoder_output[0] && Reg_Write),
    .reset(1'b1), .CLK(~CLK), .reg_output(registers[0]));
Register reg1(.reg_input(Reg_input_data), .reg_write(decoder_output[1] && Reg_Write),
    .reset(Reset), .CLK(~CLK), .reg_output(registers[1]));
Register reg2(.reg_input(Reg_input_data), .reg_write(decoder_output[2] && Reg_Write),
    .reset(Reset), .CLK(~CLK), .reg_output(registers[2]));
Register reg3(.reg_input(Reg_input_data), .reg_write(decoder_output[3] && Reg_Write),
    .reset(Reset), .CLK(~CLK), .reg_output(registers[3]));
Register reg4(.reg_input(Reg_input_data), .reg_write(decoder_output[4] && Reg_Write),
    .reset(Reset), .CLK(~CLK), .reg_output(registers[4]));
Register reg5(.reg_input(Reg_input_data), .reg_write(decoder_output[5] && Reg_Write),
    .reset(Reset), .CLK(~CLK), .reg_output(registers[5]));
Register reg6(.reg_input(Reg_input_data), .reg_write(decoder_output[6] && Reg_Write),
    .reset(Reset), .CLK(~CLK), .reg_output(registers[6]));
Register reg7(.reg_input(Reg_input_data), .reg_write(decoder_output[7] && Reg_Write),
    .reset(Reset), .CLK(~CLK), .reg_output(registers[7]));
    wire [15:0] mux_connection1[1:0];
    wire [15:0] output1;
    mux16b4 lower1_mux1(.a(registers[0]), .b(registers[1]), .c(registers[2]), .d(registers[3]), 
                .s(Reg_address1[1:0]), .r(mux_connection1[0]));
    mux16b4 lower2_mux1(.a(registers[4]), .b(registers[5]), .c(registers[6]), .d(registers[7]), 
                .s(Reg_address1[1:0]), .r(mux_connection1[1]));
    mux16b2 upper_mux1(.a(mux_connection1[0]), .b(mux_connection1[1]), .s(Reg_address1[2]), .r(output1));
    wire [15:0] mux_connection2[1:0];
    wire [15:0] output2;
    mux16b4 lower1_mux2(.a(registers[0]), .b(registers[1]), .c(registers[2]), .d(registers[3]), 
                .s(Reg_address2[1:0]), .r(mux_connection2[0]));
    mux16b4 lower2_mux2(.a(registers[4]), .b(registers[5]), .c(registers[6]), .d(registers[7]), 
                .s(Reg_address2[1:0]), .r(mux_connection2[1]));
    mux16b2 upper_mux2(.a(mux_connection2[0]), .b(mux_connection2[1]), .s(Reg_address2[2]), .r(output2));
    wire [15:0] mux_connection3[1:0];
    wire [15:0] output3;
    mux16b4 lower1_mux3(.a(registers[0]), .b(registers[1]), .c(registers[2]), .d(registers[3]), 
                .s(Reg_address3[1:0]), .r(mux_connection3[0]));
    mux16b4 lower2_mux3(.a(registers[4]), .b(registers[5]), .c(registers[6]), .d(registers[7]), 
                .s(Reg_address3[1:0]), .r(mux_connection3[1]));
    mux16b2 upper_mux3(.a(mux_connection3[0]), .b(mux_connection3[1]), .s(Reg_address3[2]), .r(output3));
assign Reg_output1 = output1;
assign Reg_output2 = output2;
assign Reg_output3 = output3;
endmodule
module decoder3b8(
    input [2:0] in,
    output [7:0] out
);
assign out[0] = (in == 3'b000) ? 1 : 0;
assign out[1] = (in == 3'b001) ? 1 : 0;
assign out[2] = (in == 3'b010) ? 1 : 0;
assign out[3] = (in == 3'b011) ? 1 : 0;
assign out[4] = (in == 3'b100) ? 1 : 0;
assign out[5] = (in == 3'b101) ? 1 : 0;
assign out[6] = (in == 3'b110) ? 1 : 0;
assign out[7] = (in == 3'b111) ? 1 : 0;
endmodule
module mux16b2(
    input[15:0] a,
    input[15:0] b,
    input[0:0] s,
    output[15:0] r
);
assign r = (s == 0) ? a : b;
endmodule
module mux16b4(
    input[15:0] a,
    input[15:0] b,
    input[15:0] c,
    input[15:0] d,
    input[1:0] s,
    output[15:0] r
    );
assign r = s[1] ? (s[0] ? d : c) : (s[0] ? b : a); 
endmodule
==> flow_summary.yaml <==
# yosys + openroad results
status:
  status: "finished, violations left"
  violations: "negative setup slack"
timing:
  worst_slack_ps: -927.7
  untimed_endpoints: 14
  slew_violations: 0
  tightest_slew_ps: 807.2
  finClkSkew_ps: 0
  finalSetupViolCount: 6
  max-slew-margin-rel_pct: 46.14
  rsz0062_at_grt: "yes"
  final.setup.tns_ps: -1145
  hold_viol: 0
  unclocked_pins: 11
clocking:
  h-tree-depth: 4
  clk_pin_slew_ps: 40
  clk_root_buffer_cell: "clkbuf_16"
  cts_buffers: 17
  hold_buffers: 0
  clockBufferDepth: 2
  cts_tree: "yes"
  clk_latency_ps: 430
grt:
  gr-usage-met2_pct: 51.35
  grt_remaining_overflow: 0
  grt_use_met1_pct: 53.27
  grt_max_degree: 76
  grt_first_pass_wirelength_mm: 59.96
  grt_pass1_vias: 11030
  antenna_found_initial: 0
  grt_usage_pct: 36.61
  grt_use_met3_pct: 15.54
  top_usage_layer: "met1"
detailed_routing:
  detail-route-antenna-nets: 0
  wl_mm: 38.92
  wl_per_cell_um: 19.04
  remaining_drc_errors: 0
  via_per_inst: 5.689
  diodes: 0
  drtPass1Iterations: 5
  dr.first_iter.drc_count: 926
  num_vias: 11630
floorplan:
  fp.dieW_um: 149.0
  initCoreUtil_pct: 51.23
  die_area_um2: 22200
  die_height_um: 149.0
  io_pins: 222
  rows: 53
  core_um2: 21090
setup_path:
  reg2reg_slack_ps: 5520
  path_cells: "mux4_2 -> inv_1 -> a21oi_1 -> mux2i_1 -> o21ai_0 -> ha_1 -> a21oi_1 -> o21ai_1 -> a21o_1 -> a211o_1 -> o211ai_1 -> a32oi_1 -> buf_2"
  endpoint_kind: "output pin"
  required_ps: 5600
  cp_common_cell: "a21oi_1"
  worstSetupPathType: "flop to output pin"
  crit_fanout: 3
  critPathSlowestCell: "mux4_2"
  slowest_delay_ps: 460
  start_kind: "flop"
  cp.arrival_ps: 6530
synth:
  adder_share_pct: 3.775
  ys_area_um2: 10800
  edf_count: 0
  yosysUniqueCellTypes: 59
  flop_cell: "dfxtp_1"
  simple_gate_share_pct: 16.11
  yosysWarnings: 10
  synth.logic.top_family: "multiplexers"
  xor_area_share_pct: 0.9728
  syn_area_um2: 10800
  ys_sh_mux_pct: 23.13
  synthCells: 1321
  ys_sh_aoi_pct: 18.00
  avgSynthCellArea_um2: 8.179
  ys_ff: 171
  synth_stat.cells: 1321
  synthArstFlopShare_pct: 0
pwr:
  ir_worst_vdd_mv: 0.1633
  p_per_area_nw_per_um2: 173.2
  power_leakage_nw: 6.782
hold_path:
  hold_path_class: "flop to flop"
flow_run:
  cap_violations: 0
  tool_warnings: 141
placed_design:
  dp_cells: 1890
  port_buffers: 221
  gp_congestion: 0.9313
  dp_hpwl_mm: 25.94
finish:
  drive_gt1_share_pct: 25.27
  final_cell_count_no_fill: 2044
  syn2layout_area_growth_pct: 46.76
  fillers: 1528
[timing repair]
| item | 4_1_cts | 5_1_grt |
|---|---|---|
| resized | 146 | 56 |
| pin swaps | 20 | 20 |
| buffers inserted | 11 | 5 |
| endpoints found under the setup margin | 29 | 46 |
[path summary, 6_finish.rpt]
path,startpoint,endpoint,cells past startpoint
worst max register to register,IFIDRB.OIR[6],IFIDRB.OIR[6],3
worst min register to register,Regs.reg7.reg_output[4],Regs.reg7.reg_output[4],2
worst max-delay path,Regs.reg7.reg_output[11],jump[0],13
worst min-delay path,Regs.reg7.reg_output[4],Regs.reg7.reg_output[4],2
[synth_stat cells, drive strengths merged (6+ instances only)]
cell,instances,area (µm²)
inv,52,195.2
nand2b,6,37.54
mux2i,82,820.8
dlxtn,11,165.2
nor2,88,330.3
nand2,281,1055
o21ai,45,225.2
buf,44,269.0
mux2,53,596.8
mux4,48,1081
nor2b,16,107.6
clkbuf,71,267.8
a21oi,198,994.7
ha,31,387.9
a221oi,46,402.9
nand4,6,37.54
xor2,7,61.31
dfxtp,160,3203
a21o,6,45.04
nor3,13,65.06
[logic make-up after synthesis]
logic type | after synthesis
AND-OR/OR-AND | 327
XOR/XNOR | 12
adder cells (fa/ha/maj) | 32
buffers and inverters | 168
flip-flops | 160
latches | 11
multiplexers | 183
other | 1
AND/OR/NAND/NOR | 427
[worst max-delay path, delay by kind of cell, from the launching register on]
kind,cells,cell delay [ps]
flops,1,320
buf+inv,2,210
fa+ha+maj,1,350
compound gates,8,1070
mux,2,620
[layout by cell type (no fill, tap or decap), types with 31 or more instances in the layout]
cell and instances:
mux2_2 47, a21oi_1 174, mux4_2 48, dfxtp_1 131, inv_1 148, ha_1 31, nor2_1 83, clkdlybuf4s50_1 193
mux2i_1 82, buf_4 165, o21ai_0 34, nand2_1 277
[cell type report]
class,instances,area [µm²],area share [%]
repair buffers,413,3761,23.72
inverters,52,195.2,1.231
well taps,275,344.1,2.170
clock buffers,17,425.4,2.683
flip-flops and latches,171,3405,21.47
multi-input cells,989,7159,45.15
clock inverters,127,566.8,3.575
[through the flow]
step | utilization [%] | power, mW | setup WS [ps] | cell area [µm²] | hold slack, ps
after floorplan | - | 1.358 | -38.92 | 10830 | 436.5
after global placement | 67.68 | 1.643 | -757.0 | 14270 | 466.6
after detailed placement | 67.68 | 1.646 | -787.8 | 14270 | 467.0
after CTS | 74.51 | 2.746 | -912.9 | 15710 | 470.9
after global routing | 75.19 | 2.913 | -1118 | 15860 | 502.6
final | 75.19 | 2.746 | -927.7 | 15860 | 473.7
[routing by layer]
| layer | up-vias | share of wire (%) |
|---|---|---|
| met4 | 0 | 2.2 |
| met1 | 5387 | 42 |
| met2 | 658 | 43 |
| met3 | 57 | 13 |
| li1 | 5526 | - |
| met5 | - | 0 |
[power by group]
group | switching, mW | leakage [nW] | internal [mW]
clock network | 0.615 | 0.875 | 0.560
registers | 0.0314 | 1.40 | 0.951
logic | 0.287 | 4.50 | 0.302
total | 0.933 | 6.78 | 1.81
Power figures rest on the tool's default switching activity, not on a simulated workload.
